`design/flow/config.mk`:
```
export PLATFORM = sky130hd
export DESIGN_NAME = lut_ram
export DESIGN_NICKNAME = lut_ram
export VERILOG_FILES = /design/flow/design.v
export SDC_FILE = /design/flow/constraint.sdc
export NUM_CORES = 4
export LEC_CHECK = 1
export CORE_UTILIZATION = 30
export SYNTH_MEMORY_MAX_BITS = 65536
```
`design/flow/constraint.sdc`:
```
current_design lut_ram

set clk_period 39.4
set clk_io_pct 0.2

create_clock -name clk0 -period $clk_period [get_ports {clk}]

set non_clock_inputs [all_inputs -no_clocks]
set_input_delay [expr $clk_period * $clk_io_pct] -clock clk0 $non_clock_inputs
set_output_delay [expr $clk_period * $clk_io_pct] -clock clk0 [all_outputs]
```
`design/flow/design.v`:
```
package rv32i_control_pkg;
  typedef logic [3:0] byte_sel_t;
  typedef enum logic[3:0] {
    ALU_AND = 4'b0000,
    ALU_OR  = 4'b0001,
    ALU_ADD = 4'b0010,
    ALU_SUB = 4'b0110
  } alu_op_t;
  typedef enum logic {
    REG = 1'b0,
    IMM = 1'b1
  } alu_src_sel_t;
  typedef enum logic {
    MEM = 1'b0,
    ALU = 1'b1
  } wb_sel_t;
endpackage
package rv32i_defs_pkg;
  parameter int unsigned XLEN = 32;    
  typedef logic [XLEN-1:0] word_t;     
  parameter int unsigned BYTE_LEN = 8;
  typedef logic [7:0] byte_t;
  parameter int unsigned RF_DEPTH = 32;
  parameter int unsigned RF_ADDR_WIDTH = 5;
  typedef logic [RF_ADDR_WIDTH-1:0] rf_addr_t;
  parameter rf_addr_t X0 = 5'd0;   
  typedef enum logic [6:0] {
    OP_REG    = 7'b0110011,   
    OP_IMM    = 7'b0010011,   
    OP_LOAD   = 7'b0000011,   
    OP_STORE  = 7'b0100011,   
    OP_BRANCH = 7'b1100011,   
    OP_LUI    = 7'b0110111,   
    OP_AUIPC  = 7'b0010111,   
    OP_JAL    = 7'b1101111,   
    OP_JALR   = 7'b1100111    
  } opcode_t;
endpackage
package verify_config_pkg;
  localparam PROGRAMS_PATH = "../../verify/programs";
  localparam INST_MEM_TEST_0 = {PROGRAMS_PATH, "/inst_mem_test_0.mem"};
  localparam INST_MEM_TEST_1 = {PROGRAMS_PATH, "/inst_mem_test_1.mem"};
endpackage
module lut_ram #(
  parameter LUT_WIDTH = 32,
  parameter LUT_DEPTH = 256
  )(
  input logic clk,
  input logic wr_en,
  input logic [$clog2(LUT_DEPTH)-1:0] wr_addr,
  input logic [LUT_WIDTH-1:0]         wr_data,
  input logic [$clog2(LUT_DEPTH)-1:0] rd_addr,
  output logic [LUT_WIDTH-1:0] rd_data
);
  logic [LUT_WIDTH-1:0] mem [0:LUT_DEPTH-1];
  always_ff @(posedge clk) begin
    if(wr_en) begin
      mem[wr_addr] <= wr_data;
    end
  end
  assign rd_data = mem[rd_addr];
endmodule
```
`design/flow/run.sh`:
```
#!/bin/bash
# OpenROAD 26Q1-2900-gdf79404cd8, Yosys 0.63+post, stock flow scripts
make -C /OpenROAD-flow-scripts/flow DESIGN_CONFIG=/design/flow/config.mk WORK_HOME=/design/flow/orfs finish
```
==> out/results.ini <==
[status]
status = complete, but fails checks
violations_in_the_final_reports = capacitance limit, slew limit

[routing]
post-route-drc-count = 0
route.vias.total = 155000
first_iter_violations = 10600
finalWirelength_um = 967000
avgViaCountPerCell = 5.16
drt_first_pass_iters = 6
tally_of_nets_with_antenna_violations_remaining_after_routing = 0
route.detailed.wl_per_inst_um = 32.2

[setup_path]
setup.worst_path.start = rd_addr[0]
crit_path_start_kind = input port
critical-path-top-cell-by-count = sky130_fd_sc_hd__buf_4
worstSetupEndpointType = output pin
critPathBufInv = 10
setup.worst_path.class = in -> out
crit_path_top_delay_cell = sky130_fd_sc_hd__a221oi_1
worst-path-max-fanout = 49
timing.critical_path.required_ns = 31.52
critPathCapture = rd_data[20]
timing.critical_path.max_delay_family = buffers and inverters
timing.critical_path.depth = 17
critical-path-max-stage-delay_ns = 1.09
worstPathCellList = buf_16 > buf_4 > buf_4 > buf_4 > buf_4 > buf_4 > buf_4 > mux2i_1 > o221ai_1 > nor3_1 > buf_4 > or4_1 > a221oi_1 > nand4_1 > nor4b_2 > buf_4 > clkdlybuf4s50_1
worst-endpoint-arrival_ns = 16.72

[final_timing]
final.setup.tns_ns = 0
finalHoldViolations = 0
finalSetupViolCount = 0
period_needed_ns = 24.60
post-route-worst-setup-slack_ns = 14.80
maxSlewHeadroom_pct = -0.277
timing.final.max_slew_violations = 1
setup_repair_after_global_routing_missed_its_margin = false
final.period_utilization_pct = 62.4
worst_pin_slew_ns = 1.50
max_freq_mhz = 40.6

[final_layout]
final_cells = 30000
highest_count_cells_in_the_layout_ignoring_fill_and_taps = sky130_fd_sc_hd__edfxtp_1, sky130_fd_sc_hd__mux4_2, sky130_fd_sc_hd__mux2i_1
largest_register = mem
final_layout_size_suffix_gt1_share_pct = 25.4
flow.area_growth_from_synthesis_pct = 15.3
layout_top_cell_excl_fill_tap = sky130_fd_sc_hd__edfxtp_1
final_util_pct = 34.7
layout_top_registers = mem x8192
largest_register_ffs = 8192

[grt]
first_pass_grt_wire_length_um = 1330000
grt_antenna_before_repair = 70
grt.total_usage_pct = 19.5
grt_start_max_net_pins = 110
gr-total-overflow = 0
via_count_of_the_first_global_routing_pass = 167000

[logic_synthesis]
synthArstFlopShare_pct = 0
post_synth_num_cell_types = 61
edf_count = 8192
dominant_flop_cell = sky130_fd_sc_hd__edfxtp_1
synth.yosys.warnings = 1
yosys.stat.seqShare_pct = 78.1
postSynthAreaPerCell_um2 = 21.9
yosys_register_bits = 8192
postSynthCellCount = 14400
synth_chip_area_mm2 = 0.315
ys_cells = 14400
synth.cell_area_mm2 = 0.315

[place]
dp_worst_setup_slack_ns = 14.69
dpl.cell_count = 28600
gp_congestion = 0.929
placement.io_buffers = 81
hpwlAfterDp_um = 584000

[die]
io_pins = 82
die-width_um = 1030
core_area_mm2 = 1.05
dieArea_mm2 = 1.05
fp-row-count = 376
initial_utilization_pct = 30.1
die_y_um = 1030

[job]
max_cap_violations = 1
log.warning_count = 30

[worst_hold_path]
timing.hold.worst.class = in -> reg
min_path_cells = 1

[clock_tree]
postCtsSetupBuffers = 0
htree_num_levels = 6
tritoncts_clock_tree = done
number_of_buffers_inserted_during_clock_tree_synthesis = 793
cts.root.buffer_cell = sky130_fd_sc_hd__clkbuf_16
ctsResizeCount = 0
cts.path.max_buffers = 4
worst_setup_hold_path_clk_slew_ns = 0.06
postCtsHoldBufs = 0
numClockSinks = 8192

[pwr]
power_per_cell_area_mw_per_mm2 = 49.0
max-vdd-ir-drop_v = 0.0000545
p_leak_nw = 112

-- routing by layer --
metal | wire (µm) | track usage (%) | vias to the layer above
met4 | 51300 | 7.90 | 93
met3 | 200000 | 18.3 | 1830
met1 | 273000 | 18.5 | 78600
met5 | 3520 | 2.39 | -
met2 | 440000 | 28.5 | 11200
li1 | - | - | 63400
-- how the worst min path moves through the flow --
stage                from          end
CTS           wr_data[26]  mem[25][26]
global route   wr_data[5]   mem[46][5]
finish        wr_data[15]  mem[18][15]
-- final cells by class --
type	count	area (µm²)
multi-input combinational	5307	66400
clock buffer	997	20700
clock inverter	420	3570
sequential	8192	246000
timing repair buffer	1059	8640
tap	14000	17500
antenna	48	120
fill	95600	684000
inverter	27	116
-- where the power goes --
part           internal (mW)  switching [mW]  leakage, nW
Sequential              9.61         0.00377         73.6
Combinational          0.304           0.661         27.0
Clock                   3.97            3.23         11.8
-- per-stage QoR --
step / total power, mW / hold WS [ns] / cell area [µm²]
5_1_grt: 18.3 / 7.14 / 363000
6_report: 17.8 / 7.15 / 363000
4_1_cts: 17.9 / 7.07 / 363000
3_3_place_gp: 10.8 / 8.29 / 339000
2_1_floorplan: 10.2 / 7.98 / 315000
3_5_place_dp: 10.8 / 8.30 / 339000
-- logic make-up after synthesis --
family	synth area share [%]
compound gates	3.27
buf+inv	1.69
flops	78.1
mux	15.3
simple gates	1.63
-- synthesized netlist by cell type (50+ instances only) --
cell	instances	share of area, %
sky130_fd_sc_hd__edfxtp_1	8192	78
sky130_fd_sc_hd__mux4_2	1534	11
sky130_fd_sc_hd__mux2i_1	1234	3.9
sky130_fd_sc_hd__clkbuf_1	387	0.46
sky130_fd_sc_hd__nor2_1	383	0.46
sky130_fd_sc_hd__o221ai_1	383	1.1
sky130_fd_sc_hd__a21oi_1	313	0.50
sky130_fd_sc_hd__o22ai_1	181	0.36
sky130_fd_sc_hd__buf_2	180	0.29
sky130_fd_sc_hd__nor3_1	139	0.22
sky130_fd_sc_hd__a22oi_1	131	0.31
sky130_fd_sc_hd__buf_4	108	0.26
sky130_fd_sc_hd__buf_6	101	0.36
sky130_fd_sc_hd__mux2_2	99	0.35
sky130_fd_sc_hd__a221oi_1	97	0.27
sky130_fd_sc_hd__nand3_1	85	0.14
sky130_fd_sc_hd__a211oi_1	74	0.18
sky130_fd_sc_hd__a2111oi_0	67	0.19
sky130_fd_sc_hd__nand4_1	67	0.13
sky130_fd_sc_hd__nand2_1	63	0.075
sky130_fd_sc_hd__nor2b_1	59	0.12
sky130_fd_sc_hd__buf_1	56	0.067
sky130_fd_sc_hd__nand2b_1	53	0.11
sky130_fd_sc_hd__o21ai_0	50	0.079
No activity file was given, so power comes from the tool's default toggle rates.
